### /design/flow/config.mk
export PLATFORM = sky130hd
export DESIGN_NAME = top
export DESIGN_NICKNAME = top
export VERILOG_FILES = /design/flow/design.v
export SDC_FILE = /design/flow/constraint.sdc
export NUM_CORES = 4
export LEC_CHECK = 1
export CORE_UTILIZATION = 50
export SYNTH_MEMORY_MAX_BITS = 65536
### /design/flow/constraint.sdc
current_design top

set clk_period 161.9
set clk_io_pct 0.2

create_clock -name clk0 -period $clk_period [get_ports {clk}]

set non_clock_inputs [all_inputs -no_clocks]
set_input_delay [expr $clk_period * $clk_io_pct] -clock clk0 $non_clock_inputs
set_output_delay [expr $clk_period * $clk_io_pct] -clock clk0 [all_outputs]
### /design/flow/design.v
module ALU (
    input  logic [31:0] SrcA, SrcB,
    input  logic [2:0]  ALUControl,
    output logic [31:0] ALUResult
);
    always_comb begin
        unique case (ALUControl)
            3'b010: ALUResult = SrcA + SrcB;    
            3'b110: ALUResult = SrcA - SrcB;    
            default: ALUResult = '0;
        endcase
    end
endmodule
module data_memory(
    input logic clk, rst,
    input logic [31:0] A,
    input logic [31:0] WD,
    input logic WE,
    input logic [7:0] prodeInd,
    output logic [31:0] RD,
    output logic [31:0] prode
);
    logic [31:0] mem [0:255];
    integer i;
    initial begin
        for (i = 0; i < 256; i = i + 1) begin
            mem[i] = i[31:0];
        end
    end
    assign RD = mem[A[7:0]];
    assign prode = mem[prodeInd];
        always @(posedge clk) begin
        if (WE) begin
            mem[A[7:0]] <= WD;
        end
    end
endmodule
module display(
	input logic [31:0] data_in,
	output logic [6:0] segments
);
	always_comb begin
		logic [6:0] s;
		unique case (data_in[3:0])
			4'h0: s = 7'b1000000;  
			4'h1: s = 7'b1111001;  
			4'h2: s = 7'b0100100;  
			4'h3: s = 7'b0110000;  
			4'h4: s = 7'b0011001;  
			4'h5: s = 7'b0010010;  
			4'h6: s = 7'b0000010;  
			4'h7: s = 7'b1111000;  
			4'h8: s = 7'b0000000;  
			4'h9: s = 7'b0010000;  
			4'hA: s = 7'b0001000;  
			4'hB: s = 7'b0000011;  
			4'hC: s = 7'b1000110;  
			4'hD: s = 7'b0100001;  
			4'hE: s = 7'b0000110;  
			4'hF: s = 7'b0001110;  
			default: s = 7'b1111111;  
		endcase
		segments = s;
	end
endmodule
module mux_alusrc(
    input  logic        ALUSrc,      
    input  logic [31:0] RD2,
    input  logic [31:0] SignImm,
    output logic [31:0] ALUSrc_out
);
    always_comb begin
        ALUSrc_out = ALUSrc ? SignImm : RD2;
    end
endmodule
module mux_memtoreg(
    input  logic        MemtoReg,      
    input  logic [31:0] ALUResult,
    input  logic [31:0] RD,            
    output logic [31:0] MemtoReg_out
);
    always_comb begin
        MemtoReg_out = MemtoReg ? RD : ALUResult;
    end
endmodule
module mux_regdst(
    input  logic       RegDst,    
    input  logic [4:0] rt,
    input  logic [4:0] rd,
    output logic [4:0] RegDst_out
);
    always_comb begin
        RegDst_out = RegDst ? rd : rt;
    end
endmodule
module register_file (
	input  logic        clk, rst, WE3,
	input  logic [4:0]  A1, A2, A3, 
	input  logic [31:0] WD3,
	input  logic [4:0]  prodeInd,
	output logic [31:0] RD1, RD2,
	output logic [31:0] prode
);
	logic [31:0] rf [31:0];
	initial begin
		for (int i = 0; i < 32; i++) rf[i] = i;
	end
	assign RD1   = rf[A1];
	assign RD2   = rf[A2];
	assign prode = rf[prodeInd];
	always @(posedge clk) begin
		if (WE3) rf[A3] <= WD3;
	end
endmodule
module sign_extend(
    input  logic [15:0] imm16,
    output logic [31:0] signimm
);
    always_comb begin
        signimm = {{16{imm16[15]}}, imm16};
    end
endmodule
module top(
	input  logic        clk,
	input  logic        rst,
	input  logic [1:0]  sw,   
	output logic [31:0] ALUResult,              
	output logic [31:0] RD1, RD2,               
	output logic [31:0] prode_register_file,    
	output logic [31:0] prode_data_memory,      
	output logic [6:0]  display_led             
);
	localparam logic [31:0] INST_LW = 32'b010101_00000_00001_0000_0000_0000_1000;
	localparam logic [31:0] INST_SW = 32'b010100_00000_00111_0000_0000_0000_0010;
	logic [31:0] instr;
	logic [7:0]  memProdeInd;  
	logic [4:0]  regProdeInd;  
	always_comb begin
		instr = 32'b0;
		memProdeInd = 8'd0;
		regProdeInd = 5'd0;
		unique case (sw)
			2'b01: begin 
				instr = INST_LW;
				memProdeInd = 8'd8;
				regProdeInd = 5'd1;
			end
			2'b10: begin
				instr = INST_SW;
				memProdeInd = 8'd2;
				regProdeInd = 5'd7;
			end
			default:   ;
		endcase
	end
	logic [5:0]  op;
	logic [4:0]  rs, rt, rd;
	logic [15:0] imm;
	assign op  = instr[31:26];
	assign rs  = instr[25:21];
	assign rt  = instr[20:16];
	assign rd  = instr[15:11];
	assign imm = instr[15:0];
	logic RegDst, ALUSrc;
	logic [2:0] ALUControl;
	logic MemtoReg;
	assign RegDst    = op[5];
	assign ALUSrc    = op[4];
	assign ALUControl= op[3:1];
	assign MemtoReg  = op[0];
	logic RegWrite, MemWrite;
	assign RegWrite = MemtoReg;      
	assign MemWrite = ~MemtoReg;     
	logic [31:0] SignImm;
	logic [4:0]  writeReg;
	logic [31:0] srcB;
	logic [31:0] memRD;
	logic [31:0] WD3;
	sign_extend u_se(
		.imm16(imm),
		.signimm(SignImm)
	);
	mux_regdst u_mux_regdst(
		.RegDst(RegDst), .rt(rt), .rd(rd), .RegDst_out(writeReg)
	);
	register_file u_rf(
		.clk(clk), .rst(rst), .WE3(RegWrite), .prodeInd(regProdeInd),
		.A1(rs), .A2(rt), .A3(writeReg),
		.WD3(WD3),
		.RD1(RD1), .RD2(RD2),
		.prode(prode_register_file)
	);
	mux_alusrc u_mux_alusrc(
		.ALUSrc(ALUSrc), .RD2(RD2), .SignImm(SignImm), .ALUSrc_out(srcB)
	);
	ALU u_alu(
		.SrcA(RD1), .SrcB(srcB), .ALUControl(ALUControl), .ALUResult(ALUResult)
	);
	data_memory u_dm(
		.clk(clk), .rst(rst),
		.A(ALUResult), .WD(RD2), .WE(MemWrite), .prodeInd(memProdeInd),
		.RD(memRD), .prode(prode_data_memory)
	);
	mux_memtoreg u_mux_m2r(
		.MemtoReg(MemtoReg), .ALUResult(ALUResult), .RD(memRD), .MemtoReg_out(WD3)
	);
	display u_disp(
		.data_in(prode_register_file), .segments(display_led)
	);
endmodule
### /design/flow/run.sh
#!/bin/bash
# OpenROAD 26Q1-2900-gdf79404cd8, Yosys 0.63+post, stock flow scripts
make -C /OpenROAD-flow-scripts/flow DESIGN_CONFIG=/design/flow/config.mk WORK_HOME=/design/flow/orfs finish
==> reports/results.ini <==
[route]
first_iter_violations=16680
wire_per_inst_um=39.97
firstDrtPassIters=6
drc=0
via_per_inst=6.751
final_antenna_net_count=0
finalWirelength_mm=1173
num_vias=198100

[die]
initCoreUtil_pct=50.25
ioPinCount=171
coreArea_um2=641900
die-width_um=805.2
num_rows=294
fp.dieH_um=805.2
die_area_um2=648400

[global_route]
grt-busiest-layer=met2
grt_use_total_pct=40.23
grt_pass1_wl_mm=1601
grt.overflow.total=0
grt.met1_usage_pct=46.10
grt_max_degree=108
use_met3_pct=38.36
use_met2_pct=50.23
grt_pass1_vias=201800
antenna_found_initial=113

[clock_tree]
cts_setup_buffers=0
cts_hold_buf=0
cts_buffer_depth=4
numCtsBuffers=821
cts.htree.levels=6
post_cts_resized=0
clk_pin_slew_worst_paths_ns=0.06
clock-sinks=8320
cts_tree=yes
cts_root_buffer=clkbuf_16
clock_latency_ns=1.20

[synthesis]
top_cell=edfxtp_1
synth_seq_share_pct=77.45
ys_area_um2=322600
area_leaders=edfxtp_1 77%, a22oi_1 3.9%, mux2i_1 2.7%
synth_cell_types=92
edf_count=8320
top_area_cell=edfxtp_1
syn_area_um2=322600
ys_sh_aoi_pct=13.04
mux_share_pct=4.017
numSynthFlops=8320
yosys_warnings=9
ys_cells=19220
ys.flop_type=edfxtp_1
avgSynthCellArea_um2=16.79
logic_family=AND-OR/OR-AND gates
adder_share_pct=0.1575
common_cells=8320 x edfxtp_1, 1660 x a22oi_1, 1288 x o22ai_1
xor_area_share_pct=0.1113
top_area_share_pct=77.45
netlist_instances=19220
simple_gate_share_pct=3.035
async_reset_ff_share_pct=0

[sta]
tns_ns=0
worst_slew_pin_slew_ns=1.596
final_max_slew_viol_count=3
period_minus_slack_ns=72.12
holdWs_ns=1.023
hold_viol=0
setup_viol=0
rsz0062_at_grt=no
slew_headroom_pct=-6.406
max_freq_mhz=13.87
fin_crit_sh_pct=44.55
skew_ns=0.06244

[placed_design]
io_buffer_count=169
dp_cells=27670
gp_congestion=1.005
dp_hpwl_mm=695.7

[critical_path]
setup.worst_path.class=primary input to output pin
cp_data_arrival_time_ns=39.74
cp_cell_sequence=clkdlybuf4s50_1, inv_1, ha_4, buf_4, mux4_4, or4_1, o31a_1, nor3_2, nand2_1, o211ai_1, o21ai_0, ha_1, nand4_1, o21bai_1, or4_1, o221a_2, a21oi_1, o21ai_0, a211oi_1, clkdlybuf4s50_1
critical_path.max_fanout=29
crit_slowest_cell=mux4_4
cp-end-kind=output pin
critPathLaunchType=primary input
cp.required_ns=129.52
slowest_delay_ns=1.06

[job]
log.warning_count=37
cap_violations=1

[run_status]
failed_checks=max-capacitance violations, max-slew violations
status=complete, but fails checks

[cells_and_area]
fin_cells=29340
area_delta_synth_final_pct=13.58
final_layout_size_suffix_gt1_share_pct=14.84

[power]
power_w=0.008398
powerDensity_nw_per_um2=22.92
ir_drop_mv=0.02720
cellLeakagePower_nw=114.9

[min_path]
min_path_type=flop to flop

cells by family after synthesis:
group	count (synthesis)
buffers and inverters	1605
AOI/OAI and AO/OA	5886
and+or+nand+nor	2150
DFF	8320
muxes	1175
adders and majority gates	40
xor gates and xnor gates	41
report_power, final:
group,internal (W),total [W],switching (W)
Clock,0.000997,0.00181,0.000815
Sequential,0.00277,0.00279,0.0000214
Combinational,0.000883,0.00380,0.00291
flip-flops by register name, indices dropped and copies added, names as in the netlist:
name and count:
u_dm.mem 8192, u_rf.rf 128
metrics by stage:
stage,setup WS (ns),area [µm²],util [%]
floorplan,89.12,322600,-
global placement,89.76,340800,53.09
detailed placement,89.85,340800,53.09
CTS,89.84,365900,57.01
global route,89.39,366300,57.06
finish,89.78,366400,57.08
cell usage in the layout, fill, tap and decap left out, drive strengths merged, types with 248 or more instances in the layout:
cell / netlist / layout
clkbuf: 491 / 1029
clkinv: 2 / 388
a211oi: 248 / 248
nor2: 449 / 449
o22ai: 1288 / 1288
a22oi: 1660 / 1660
nand2: 657 / 657
nand3: 606 / 606
edfxtp: 8320 / 8320
mux2i: 866 / 866
a21oi: 701 / 701
buf: 1089 / 1280
a221oi: 491 / 491
cell type report:
type                            count  area [µm²]
Multi-Input combinational cell   9292       68350
Tap cell                         8584       10740
Timing Repair Buffer             1449       11750
Clock buffer                     1029       21450
Fill cell                       47570      275500
Antenna cell                      179       447.9
Sequential cell                  8320      249800
Inverter                           25       142.6
Clock inverter                    461        3675
path summary, 6_finish.rpt:
check,start,endpoint,slack (ns),cells after the start
setup / recovery,sw[0],ALUResult[27],89.78,20
hold / removal,u_rf.rf[1][9]$_DFFE_PP_,u_dm.mem[180][9]$_DFFE_PP_,1.02,1
setup reg to reg,u_rf.rf[6][0]$_DFFE_PP_,u_rf.rf[0][30]$_DFFE_PP_,151.70,17
hold reg to reg,u_rf.rf[1][9]$_DFFE_PP_,u_dm.mem[180][9]$_DFFE_PP_,1.02,1
critical path, delay by kind of cell:
kind	cells	cell delay [ns]
compound gates	8	1.67
fa+ha+maj	2	0.91
buf+inv	4	1.81
mux	1	1.06
simple gates	5	1.84
routing by layer:
layer,share of wire [%],vias up
met4,6.5,186
met1,29,97430
li1,-,81750
met3,22,2704
met2,41,16000
met5,0.76,-
